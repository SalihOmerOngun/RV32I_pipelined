--- design/flow/config.mk ---
export PLATFORM = sky130hd
export DESIGN_NAME = alu
export DESIGN_NICKNAME = alu
export VERILOG_FILES = /design/flow/design.v
export SDC_FILE = /design/flow/constraint.sdc
export NUM_CORES = 4
export LEC_CHECK = 1
export CORE_UTILIZATION = 50
export SYNTH_HDL_FRONTEND = slang
--- design/flow/constraint.sdc ---
current_design alu

set clk_period 25.9
set clk_io_pct 0.2

create_clock -name clk0 -period $clk_period

set non_clock_inputs [all_inputs -no_clocks]
set_input_delay [expr $clk_period * $clk_io_pct] -clock clk0 $non_clock_inputs
set_output_delay [expr $clk_period * $clk_io_pct] -clock clk0 [all_outputs]
--- design/flow/design.v ---
`timescale 1 ns / 1 ps
module alu   
(
    input logic [31:0] number1,       
    input logic [31:0] number2,       
    input logic [4:0] shamt_data,     
    input logic [4:0] sel,            
    output logic [31:0] alu_out       
);
    logic [4:0] result;
    integer i;
    logic [15:0] val16;
    logic [7:0]  val8;
    logic [3:0]  val4;
    logic [1:0]  val2;
    always_comb begin
        alu_out = 32'b0;
        result = 5'b0;
        val16 = 16'b0;
        val8 = 8'b0;
        val4 = 4'b0;
        val2 = 2'b0;
        case (sel)
            5'b00000: alu_out = number1 + number2;   
            5'b00001: alu_out = number1 - number2;   
            5'b00010: alu_out = number1 | number2;   
            5'b00011: alu_out = number1 ^ number2;   
            5'b00100: alu_out = number1 & number2;   
            5'b00101: alu_out = number1 << number2;   
            5'b00110: alu_out = number1 >> number2;   
            5'b00111: alu_out =  $signed(number1) >>> number2;  
            5'b01000: alu_out = number1 << shamt_data;   
            5'b01001: alu_out = number1 >> shamt_data;   
            5'b01010: alu_out = number1 >>> shamt_data;  
            5'b01011: alu_out = 32'd0;   
            5'b01100: alu_out = 32'd1;   
            5'b01101: alu_out = number1;   
            5'b01110: begin   
                if(number1 == 32'b0) begin
                    alu_out = 32'd32;  
                end 
                else begin    
                    result[4] = (number1[31:16] == 16'b0);
                    val16 = result[4] ? number1[15:0] : number1[31:16]; 
                    result[3] = (val16[15:8] == 8'b0);
                    val8 = result[3] ? val16[7:0] : val16[15:8];
                    result[2] = (val8[7:4] == 4'b0);
                    val4 = result[2] ? val8[3:0] : val8[7:4];
                    result[1] = (val4[3:2] == 2'b0);
                    val2 = result[1] ? val4[1:0] : val4[3:2];
                    result[0] = (val2[1] == 1'b0);                
                    alu_out = {27'b0,result};
                end
            end     
            5'b01111: begin   
                if(number1 == 32'b0) begin
                    alu_out = 32'd32;  
                end 
                else begin    
                    result[4] = (number1[15:0] == 16'b0);
                    val16 = result[4] ? number1[31:16] : number1[15:0];
                    result[3] = (val16[7:0] == 8'b0);
                    val8 = result[3] ? val16[15:8] : val16[7:0];
                    result[2] = (val8[3:0] == 4'b0);
                    val4 = result[2] ? val8[7:4] : val8[3:0];
                    result[1] = (val4[1:0] == 2'b0);
                    val2 = result[1] ? val4[3:2] : val4[1:0];
                    result[0] = (val2[0] == 1'b0);
                    alu_out = {27'b0,result};
                end                
            end    
            5'b10000: begin  
                for (i = 0 ; i < 32; i = i+1) begin
                    alu_out = alu_out + {31'b0, number1[i]};
                end
            end
            default: begin
                alu_out = 32'b0;
                result = 5'b0;
                val16 = 16'b0;
                val8 = 8'b0;
                val4 = 4'b0;
                val2 = 2'b0;
            end    
        endcase
    end
endmodule
--- design/flow/run.sh ---
#!/bin/bash
# OpenROAD 26Q1-2900-gdf79404cd8, Yosys 0.63+post, stock flow scripts
make -C /OpenROAD-flow-scripts/flow DESIGN_CONFIG=/design/flow/config.mk WORK_HOME=/design/flow/orfs finish
==> run summary <==
Outcome - complete, no violations
Number of global-route vias before repair - 16380
Layout fillers - 2479
Remaining DRCs - 0
Antenna-violating nets left - 0
Syn Area/Cell - 7.074 sq um
Routed length per instance - 34.17 um
CP max FO - 18
Initial antenna violation count - 6
Top-level port count - 106
Worst-path cell with the longest stage delay - fa_1
First-pass GRT wire length - 110600 um
Crit end category - primary output
Final hold slack - 11500 ps
Drt via density - 7.804
Cell variety after synth - 108
CP required - 20720 ps
Hold Vio Cnt, Final - 0
WHS Path Cells - 6
Worst Tran Pin Value - 1323 ps
Layout cells sized above 1 - 11.53%
GPL Wtd Cong - 1.169
Initial DRT Pass Iterations - 26
Post-synthesis cell area - 0.01333 sq mm
Worst VDD drop - 0.04002 mV
Setup crit start kind - input pin
Die height - 165.3 um
Power, Total - 405.3 uW
CP cell instances - clkdlybuf4s50_1 > buf_4 > clkinv_1 > fa_1 > fa_1 > fa_1 > inv_1 > fa_1 > fa_1 > fa_1 > ha_1 > a21o_1 > a21oi_1 > nor2b_1 > o211ai_1 > o21ai_0 > a211o_1 > a211oi_1 > o211ai_1 > a211o_1 > clkdlybuf4s50_1
Cycle use final - 67.33%
CTS resizes - 0
Yosys stat chip area - 0.01333 sq mm
Worst EP arrival - 12260 ps
Routed wire length - 77050 um
Setup Buffers After CTS - 0
# Cells Yosys - 1885
Placement row count - 59
RSZ-0062 raised after global routing - no
Chip area - 0.02733 sq mm
Switching share of power - 60.72%
Stage-log warning count - 66
Tot GR Track Use - 58.27%
Setup CP Type - in -> out
Grt ovf - 0
Post-Synthesis Cells - 1885
Setup TNS - 0 ps
Worst min path class - in -> out
Post-synth seq share - 0%
Largest net degree at the start of global routing - 54
PortBufs - 106
Reg area - 0 sq um
Sw power - 246.1 uW
Via count - 17600
Starting Density - 51.02%
Maximum clock rate - 57.35 MHz
Design Area, Final - 0.01476 sq mm
Static Leak - 0.005922 uW
Ys Warns - 0
Max-capacitance violation count - 0
DP HPWL - 57520 um
Hold-fix buffer count after cts - 0
CP max stage delay - 690 ps
Internal - 159.2 uW
Area growth from synthesis to layout - 10.71%
Die width - 165.3 um
Max Slew Vio Count - 0
PwrDens - 27.46 mW/mm^2
Flop count - 0
Core ar. - 0.02613 sq mm
First DRT Iteration DRCs - 2894
Rel. slew slack - 9.513%
Most used cell, CP - fa_1
Post-DP Area - 0.01475 sq mm
Clk_buf instances - 0
# setup viols final - 0
Fin crit period - 17440 ps
==> worst max-delay path: cells and delay by family <==
| family | cells | cell delay (ps) |
|---|---|---|
| fa+ha+maj | 7 | 3270 |
| compound gates | 8 | 2030 |
| buf+inv | 5 | 1700 |
| simple gates | 1 | 70 |
==> metal layers <==
metal | GRT usage, % | up-vias | wire (um)
met5 | 16.10 | - | 508
met4 | 41.03 | 18 | 7607
met3 | 36.06 | 526 | 14250
met2 | 77.60 | 1703 | 29230
met1 | 66.62 | 8034 | 25460
li1 | - | 7317 | -
==> cell families after synthesis <==
logic type	count (synthesis)	synth area share [%]
xor+xnor	60	3.941
fa+ha+maj	129	13.51
buf+inv	260	8.182
compound gates	713	36.94
simple gates	544	19.90
mux	179	17.52
==> layout by cell type, fill, tap and decap left out, drive strengths merged, types with 12 or more instances in the layout <==
master,count
a211o,13
a211oi,39
a21o,35
a21oi,161
a221oi,39
a22o,19
a22oi,39
a31oi,28
buf,99
clkdlybuf4s50,99
fa,25
ha,104
inv,91
mux2,22
mux2i,116
mux4,41
nand2,190
nand2b,16
nand3,40
nand4,17
nor2,132
nor2b,12
nor3,42
nor4,18
o211ai,45
o21ai,139
o221ai,18
o22ai,28
o31ai,15
xnor2,48
xor2,12
==> cells in the mapped netlist (6+ instances only) <==
cell type | count | share of area, %
a221o_1 | 11 | 0.83
a21oi_1 | 159 | 6.0
a22oi_1 | 38 | 2.1
o21ai_0 | 128 | 4.8
buf_1 | 9 | 0.25
o31ai_1 | 12 | 0.68
nand2_1 | 187 | 5.3
nand2b_1 | 16 | 0.75
o221ai_1 | 18 | 1.2
fa_1 | 25 | 3.8
a21o_1 | 35 | 2.0
mux2_2 | 21 | 1.8
nor2b_1 | 12 | 0.56
nand4_1 | 17 | 0.80
nor4_1 | 17 | 0.80
a22o_1 | 18 | 1.2
xnor2_1 | 48 | 3.2
nor2_1 | 130 | 3.7
nor3_1 | 39 | 1.5
a31oi_1 | 27 | 1.3
a41oi_1 | 6 | 0.39
ha_1 | 104 | 9.8
o211ai_1 | 45 | 2.5
inv_1 | 91 | 2.6
clkbuf_1 | 112 | 3.2
and2_1 | 9 | 0.42
a211oi_1 | 38 | 2.1
or3_1 | 9 | 0.42
o21ai_1 | 9 | 0.34
buf_2 | 33 | 1.2
o22ai_1 | 27 | 1.3
a221oi_1 | 38 | 2.5
mux2i_1 | 116 | 8.7
mux4_2 | 41 | 6.9
a211o_1 | 13 | 0.85
buf_6 | 6 | 0.51
and3_1 | 11 | 0.52
or2_2 | 10 | 0.47
nand3_1 | 39 | 1.5
xor2_1 | 12 | 0.79
==> layout make-up <==
cell class / count / area (sq um) / area share [%]
inverters: 94 / 352.8 / 2.390
diodes: 3 / 7.507 / 0.05086
repair buffers: 198 / 1717 / 11.63
well taps: 335 / 419.2 / 2.839
multi-input cells: 1625 / 12270 / 83.09
==> worst paths after layout <==
check | start | endpoint | slack (ps)
hold / removal | number2[3] | alu_out[0] | 11500
setup / recovery | number1[27] | alu_out[5] | 8460
==> metrics by stage <==
stage | worst slack (ps) | utilization (%) | cells
3_3_place_gp | 8841 | 56.46 | 2252
2_1_floorplan | 10340 | - | 1885
3_5_place_dp | 8770 | 56.46 | 2252
6_report | 8463 | 56.49 | 2255
4_1_cts | 8735 | 56.46 | 2252
5_1_grt | 8246 | 56.47 | 2253
Power and IR drop assume default switching activity.
