$ cat /design/flow/config.mk
export PLATFORM = sky130hd
export DESIGN_NAME = hazard_unit
export DESIGN_NICKNAME = hazard_unit
export VERILOG_FILES = /design/flow/design.v
export SDC_FILE = /design/flow/constraint.sdc
export NUM_CORES = 4
export LEC_CHECK = 1
export CORE_AREA = 10 10 161 161
export DIE_AREA = 0 0 171 171
$ cat /design/flow/constraint.sdc
current_design hazard_unit

set clk_period 16.6
set clk_io_pct 0.2

create_clock -name clk0 -period $clk_period

set non_clock_inputs [all_inputs -no_clocks]
set_input_delay [expr $clk_period * $clk_io_pct] -clock clk0 $non_clock_inputs
set_output_delay [expr $clk_period * $clk_io_pct] -clock clk0 [all_outputs]
$ cat /design/flow/design.v
`timescale 1 ns / 1 ps
module hazard_unit 
(
    input  logic clk_i,
    input  logic rstn_i, 
    input  logic [31:0] instr_fetch,  
    input  logic [31:0] instr_excte,  
    input  logic [31:0] instr_decode,  
    input  logic [31:0] instr_memory,  
    input  logic [31:0] pc_excte,
    input  logic [31:0] pc_memory,
    input  flush_en,  
    input  logic  [31:0] alu_out_excte,  
    input  logic  [31:0] alu_out_memory,  
    input  logic hazard_rs1,  
    input logic  hazard_rs2, 
    input logic [31:0] load_mem_data_hazard,  
    output logic [31:0] load_adres_hazard,  
    output logic forw_mem_rs1_en,
    output flush,  
    output logic forw_wrtbck_rs1_en,
    output logic forw_mem_rs2_en,
    output logic forw_wrtbck_rs2_en,
    output logic stall_en,
    output logic [31:0] rs1_hazard,
    output logic [31:0] rs2_hazard
);
    assign load_adres_hazard = alu_out_memory;  
    assign flush = flush_en;
    always_comb begin  
        forw_mem_rs1_en     = 0;
        forw_wrtbck_rs1_en  = 0;
        rs1_hazard = 32'b0;
        if (instr_decode[19:15] != 5'b0) begin 
            if(instr_excte[6:0] != 7'b1100011 && instr_excte[6:0] != 7'b0100011 && instr_excte[6:0] != 7'b0000011) begin  
                if (instr_decode[19:15] == instr_excte[11:7]) begin  
                    forw_mem_rs1_en = 1;  
                    if(instr_excte[6:0] == 7'b1101111 || instr_excte[6:0] == 7'b1100111) begin  
                        rs1_hazard = pc_excte + 4;
                    end      
                    else begin
                        rs1_hazard = alu_out_excte;
                    end  
                end
            end
            if(instr_memory[6:0] != 7'b1100011 && instr_memory[6:0] != 7'b0100011) begin  
                if(instr_decode[19:15] == instr_memory[11:7] && forw_mem_rs1_en == 0)begin  
                    forw_wrtbck_rs1_en = 1;  
                    if(instr_memory[6:0] == 7'b1101111 || instr_memory[6:0] == 7'b1100111) begin  
                        rs1_hazard = pc_memory + 4;
                    end
                    else if(instr_memory[6:0] == 7'b0000011) begin   
                        case(instr_memory[14:12])
                            3'b000  : begin
                                rs1_hazard = {{24{load_mem_data_hazard[7]}}, load_mem_data_hazard[7:0]};
                            end 
                            3'b001  : begin
                                rs1_hazard = {{16{load_mem_data_hazard[15]}}, load_mem_data_hazard[15:0]};
                            end 
                            3'b010  : begin
                                rs1_hazard = load_mem_data_hazard;
                            end 
                            3'b100 : begin
                                rs1_hazard = {{24'b0}, load_mem_data_hazard[7:0]};
                            end 
                            3'b101 : begin
                                rs1_hazard = {{16'b0}, load_mem_data_hazard[15:0]};
                            end  
                            default:    rs1_hazard = 32'b0; 
                        endcase   
                    end                      
                    else begin
                        rs1_hazard = alu_out_memory;
                    end  
                end
            end    
        end
    end
    always_comb begin  
        forw_mem_rs2_en = 0;
        forw_wrtbck_rs2_en = 0;
        rs2_hazard = 32'b0;
        if (instr_decode[24:20] != 5'b0 ) begin  
            if(instr_excte[6:0] != 7'b1100011 && instr_excte[6:0] != 7'b0100011 && instr_excte[6:0] != 7'b0000011) begin  
                if (instr_decode[24:20] == instr_excte[11:7]) begin  
                    forw_mem_rs2_en = 1;  
                    if(instr_excte[6:0] == 7'b1101111 || instr_excte[6:0] == 7'b1100111) begin  
                        rs2_hazard = pc_excte + 4;
                    end                       
                    else begin
                        rs2_hazard = alu_out_excte;
                    end  
                end
            end    
            if(instr_memory[6:0] != 7'b1100011 && instr_memory[6:0] != 7'b0100011) begin
                if(instr_decode[24:20] == instr_memory[11:7] && forw_mem_rs2_en == 0)begin  
                    forw_wrtbck_rs2_en = 1;  
                    if(instr_memory[6:0] == 7'b1101111 || instr_memory[6:0] == 7'b1100111) begin  
                        rs2_hazard = pc_memory + 4;
                    end 
                    else if(instr_memory[6:0] == 7'b0000011) begin   
                        case(instr_memory[14:12])
                            3'b000  : begin
                                rs2_hazard = {{24'({load_mem_data_hazard[7]})}, load_mem_data_hazard[7:0]};
                            end 
                            3'b001  : begin
                                rs2_hazard = {{16'({load_mem_data_hazard[7]})}, load_mem_data_hazard[15:0]};
                            end 
                            3'b010  : begin
                                rs2_hazard = load_mem_data_hazard;
                            end 
                            3'b100 : begin
                                rs2_hazard = {{24'b0}, load_mem_data_hazard[7:0]};
                            end 
                            3'b101 : begin
                                rs2_hazard = {{16'b0}, load_mem_data_hazard[15:0]};
                            end  
                            default:    rs2_hazard = 32'b0; 
                        endcase   
                    end                                         
                    else begin
                        rs2_hazard = alu_out_memory;
                    end
                end
            end    
        end
    end
    always_comb begin 
        if(instr_excte[6:0] == 7'b0000011 ) begin  
            stall_en = 0;
        end   
        else if(instr_decode[6:0] == 7'b0000011) begin  
            if(instr_fetch[19:15] == instr_decode[11:7] && hazard_rs1 == 1) begin  
                stall_en = 1;
            end    
            else if(instr_fetch[24:20] == instr_decode[11:7] && hazard_rs2 == 1) begin  
                    stall_en = 1;
            end
            else begin
                stall_en = 0;
            end    
        end
        else begin
            stall_en = 0;
        end     
    end
endmodule
$ cat /design/flow/run.sh
#!/bin/bash
# OpenROAD 26Q1-2900-gdf79404cd8, Yosys 0.63+post, stock flow scripts
make -C /OpenROAD-flow-scripts/flow DESIGN_CONFIG=/design/flow/config.mk WORK_HOME=/design/flow/orfs finish
==> report_table.html <==
<h3>Run summary</h3>
<table>
<tr><th>Metric</th><th>Value</th></tr>
<tr><th colspan="2">Run status</th></tr>
<tr><td>Run status</td><td>finished, final reports clean</td></tr>
<tr><th colspan="2">Routing</th></tr>
<tr><td>Wirelength, routed</td><td>29700 µm</td></tr>
<tr><td>Remaining number of nets flagged by the antenna check after routing</td><td>0</td></tr>
<tr><td>Detailed-router iteration count before antenna repair</td><td>5</td></tr>
<tr><td>Detail-routed via count per cell</td><td>5.43</td></tr>
<tr><td>Initial DRC Count</td><td>517</td></tr>
<tr><td>Post-detailed-route wirelength per cell</td><td>24.4 µm</td></tr>
<tr><td>Number of DRC violations after detailed routing</td><td>0</td></tr>
<tr><td>DR vias</td><td>6600</td></tr>
<tr><th colspan="2">Setup path</th></tr>
<tr><td>Maximum fanout along the worst path</td><td>18</td></tr>
<tr><td>Endpoint kind of the worst setup timing path</td><td>primary output</td></tr>
<tr><td>Signal arrival time at the worst endpoint</td><td>6.57 ns</td></tr>
<tr><td>Kind of launch point of the worst setup path</td><td>primary input</td></tr>
<tr><td>Worst Path Class, Setup</td><td>primary input to primary output</td></tr>
<tr><td>Crit path DRT</td><td>13.28 ns</td></tr>
<tr><th colspan="2">Power and ir drop</th></tr>
<tr><td>Leak</td><td>2.49 nW</td></tr>
<tr><td>Total Power Consumption</td><td>0.151 mW</td></tr>
<tr><td>Maximum vdd ir drop</td><td>0.0000100 V</td></tr>
<tr><td>PD cells</td><td>19.5 mW/mm²</td></tr>
<tr><th colspan="2">Clocking</th></tr>
<tr><td>Setup fix buffers added after clock tree synthesis</td><td>0</td></tr>
<tr><td>Number of buffers inserted by hold repair at cts</td><td>0</td></tr>
<tr><td>Post-CTS sizing</td><td>0</td></tr>
<tr><th colspan="2">Finish</th></tr>
<tr><td>Share of layout cells above drive strength 1</td><td>5.81%</td></tr>
<tr><td>Synthesis-to-finish area growth</td><td>69.6%</td></tr>
<tr><td>FFs &amp; Latches</td><td>0</td></tr>
<tr><td>Most frequent standard cell in the layout excluding fill and tap cells</td><td>sky130_fd_sc_hd__clkdlybuf4s50_1</td></tr>
<tr><td>Storage cell area</td><td>0 µm²</td></tr>
<tr><td>Clock buffer instance count of the final layout</td><td>0</td></tr>
<tr><td>Most used cells in the layout excluding fill and tap cells</td><td>322 x sky130_fd_sc_hd__clkdlybuf4s50_1, 67 x sky130_fd_sc_hd__nand2_1, 42 x sky130_fd_sc_hd__nor2_1</td></tr>
<tr><td>Final core utilization</td><td>34.3%</td></tr>
<tr><th colspan="2">Logic synthesis</th></tr>
<tr><td>Yosys Chip Area</td><td>0.00456 mm²</td></tr>
<tr><td>Ys Warns</td><td>1</td></tr>
<tr><td>Seq share, synth</td><td>0%</td></tr>
<tr><td>Most area-hungry cell type in the Yosys netlist</td><td>sky130_fd_sc_hd__xnor2_1</td></tr>
<tr><td>Area contributors post-synth</td><td>sky130_fd_sc_hd__xnor2_1 5.8%, sky130_fd_sc_hd__nand2_1 5.5%, sky130_fd_sc_hd__buf_4 5.4%</td></tr>
<tr><td>Cell count after synthesis</td><td>680</td></tr>
<tr><td>Syn Area/Cell</td><td>6.71 µm²</td></tr>
<tr><td>Post-synthesis cell type count</td><td>80</td></tr>
<tr><td>Post-synth design cell area</td><td>0.00456 mm²</td></tr>
<tr><td>Count of instantiated cells in the yosys netlist</td><td>680</td></tr>
<tr><td>Area share of the largest cell type after synthesis</td><td>5.76%</td></tr>
<tr><th colspan="2">GRT</th></tr>
<tr><td>Overall routing resource usage</td><td>19.1%</td></tr>
<tr><td>Global route overflow</td><td>0</td></tr>
<tr><td>Initial antenna violation count</td><td>4</td></tr>
<tr><td>First-pass GRT wire length</td><td>42000 µm</td></tr>
<tr><td>Maximum number of pins on one net before global-route repair</td><td>57</td></tr>
<tr><td>Number of global-route vias before repair</td><td>6556</td></tr>
<tr><th colspan="2">Floorplan</th></tr>
<tr><td>Initial standard-cell utilization of the core</td><td>20.2%</td></tr>
<tr><td>Chip area</td><td>0.0292 mm²</td></tr>
<tr><td>Num rows</td><td>55</td></tr>
<tr><td>Placeable core region</td><td>0.0226 mm²</td></tr>
<tr><td>Die outline width</td><td>171 µm</td></tr>
<tr><td>Top Ports</td><td>395</td></tr>
<tr><td>Y dimension of the die</td><td>171 µm</td></tr>
<tr><th colspan="2">Timing</th></tr>
<tr><td>Final setup violation count</td><td>0</td></tr>
<tr><td>Fin. Hold Viols</td><td>0</td></tr>
<tr><td>RSZ-0062 raised after global routing</td><td>no</td></tr>
<tr><td>Relative slew slack</td><td>49.3%</td></tr>
<tr><td>Period utilisation layout</td><td>59.6%</td></tr>
<tr><td>Fmax</td><td>0.101 GHz</td></tr>
<tr><td>Actual transition at the worst max-transition pin</td><td>0.755 ns</td></tr>
<tr><td>Accumulated negative setup slack</td><td>0 ns</td></tr>
<tr><td>Max Slew Vio Count</td><td>0</td></tr>
<tr><td>Final Critical Period</td><td>9.89 ns</td></tr>
<tr><th colspan="2">Flow run</th></tr>
<tr><td>Number of warnings in the stage logs</td><td>103</td></tr>
<tr><td>Max-capacitance violation count</td><td>0</td></tr>
<tr><th colspan="2">Placed design</th></tr>
<tr><td>Dpl hpwl</td><td>25400 µm</td></tr>
<tr><td>Tally of buffers added on design ports</td><td>322</td></tr>
<tr><td>Placer congestion estimate</td><td>0.957</td></tr>
<tr><th colspan="2">Worst hold path</th></tr>
<tr><td>Class of the most critical hold timing path</td><td>primary input to primary output</td></tr>
</table>
## Yosys cell counts, types with 14 or more instances
library cell	n
sky130_fd_sc_hd__a21oi_1	38
sky130_fd_sc_hd__buf_2	24
sky130_fd_sc_hd__buf_4	33
sky130_fd_sc_hd__clkbuf_1	20
sky130_fd_sc_hd__mux2i_1	19
sky130_fd_sc_hd__nand2_1	67
sky130_fd_sc_hd__nand3_1	34
sky130_fd_sc_hd__nand4_1	25
sky130_fd_sc_hd__nor2_1	43
sky130_fd_sc_hd__nor3_1	19
sky130_fd_sc_hd__nor4_1	14
sky130_fd_sc_hd__o21ai_0	20
sky130_fd_sc_hd__o22ai_1	16
sky130_fd_sc_hd__o2bb2ai_1	16
sky130_fd_sc_hd__o32ai_1	27
sky130_fd_sc_hd__xnor2_1	30
sky130_fd_sc_hd__xor2_1	24
## report_power, final
group | switching [mW] | internal [mW]
Clock | 0 | 0.00000000806
Sequential | 0 | 0
Combinational | 0.0638 | 0.0870
## routing by layer
layer  share of wire (%)  GRT usage (%)  routed length [µm]
met5               0.044              0                  13
met4                 1.5           2.53                 445
met3                  13           6.82                3780
met2                  47           32.0               13900
met1                  39           23.5               11600
## worst max-delay path, stage by stage
cell and delay [ns]:
sky130_fd_sc_hd__clkdlybuf4s50_1 0.51, sky130_fd_sc_hd__nand4b_1 0.49, sky130_fd_sc_hd__nor3_1 0.62, sky130_fd_sc_hd__nor4_4 0.15
sky130_fd_sc_hd__nand2_2 0.43, sky130_fd_sc_hd__inv_2 0.27, sky130_fd_sc_hd__a32o_1 0.32, sky130_fd_sc_hd__clkdlybuf4s50_1 0.44
## through the flow
step | worst slack [ns] | cell area [µm²] | instances | hold slack (ns)
floorplan | 8.56 | 4560 | 680 | 6.71
global placement | 6.73 | 7740 | 1214 | 6.64
detailed placement | 6.72 | 7740 | 1214 | 6.64
CTS | 6.70 | 7740 | 1214 | 6.64
global route | 6.45 | 7740 | 1215 | 6.64
finish | 6.71 | 7740 | 1215 | 6.64
## path summary, 6_finish.rpt
kind | start | end | slack [ns] | depth (start not counted)
worst max-delay path | instr_memory[5] | rs2_hazard[24] | 6.71 | 8
worst min-delay path | flush_en | flush | 6.64 | 0
## logic make-up after synthesis
family,synth area share (%)
adder cells (fa/ha/maj),0.548
buffers and inverters,11.7
AND-OR/OR-AND,34.7
AND/OR/NAND/NOR,37.5
XOR/XNOR,10.4
multiplexers,5.15
## area by class of cell
type	instances	area [µm²]
diodes	1	2.50
fillers	2411	14800
inverters	13	48.8
multi-input cells	585	4040
well taps	285	357
repair buffers	331	3290
Power figures rest on the tool's default switching activity, not on a simulated workload.
